**design/flow/config.mk**
```make
export PLATFORM = sky130hd
export DESIGN_NAME = display7seg
export DESIGN_NICKNAME = display7seg
export VERILOG_FILES = /design/flow/design.v
export SDC_FILE = /design/flow/constraint.sdc
export NUM_CORES = 4
export LEC_CHECK = 1
export CORE_AREA = 10 10 70 70
export DIE_AREA = 0 0 80 80
```
**design/flow/constraint.sdc**
```tcl
current_design display7seg

set clk_period 13.6
set clk_io_pct 0.2

create_clock -name clk0 -period $clk_period

set non_clock_inputs [all_inputs -no_clocks]
set_input_delay [expr $clk_period * $clk_io_pct] -clock clk0 $non_clock_inputs
set_output_delay [expr $clk_period * $clk_io_pct] -clock clk0 [all_outputs]
```
**design/flow/design.v**
```verilog
module bin2bcd(
	input  [7:0] bin_data,
	output [3:0] bcd_ones,
	output [3:0] bcd_tens,
	output [3:0] bcd_hundreds,
	output sign
);
integer i;
logic [3:0] ones_log;
logic [3:0] tens_log;
logic [3:0] hundreds_log;
logic [7:0] bin_data_posi;
always_comb begin
	if(bin_data[7] === 1)									 
		bin_data_posi = (~bin_data) + 8'b1;				 
	else
		bin_data_posi = {1'b0, bin_data[6:0]};			 
	hundreds_log = 4'd0;										 
	tens_log 	 = 4'd0;
	ones_log		 = 4'd0;
	for(i = 7; i >= 0; i = i - 1) begin				
		if(hundreds_log >= 4'd5)
			hundreds_log = hundreds_log + 4'd3;
		if(tens_log >= 4'd5)
			tens_log = tens_log + 4'd3;
		if(ones_log >= 4'd5)
			ones_log = ones_log + 4'd3;
		hundreds_log = hundreds_log << 1;
		hundreds_log[0] = tens_log[3];
		tens_log = tens_log << 1;
		tens_log[0] = ones_log[3];
		ones_log = ones_log << 1;
		ones_log[0] = bin_data_posi[i];
	end
end
assign bcd_ones     = ones_log;
assign bcd_tens 	  = tens_log;
assign bcd_hundreds = hundreds_log;
assign sign         = ~bin_data[7];		 
endmodule  
module deco7seg(
	input  [3:0] bcd_data,
	output [6:0] segments
);
wire [6:0] segments_wire;
assign segments_wire = 	(bcd_data === 4'd0) ? 7'b1000000 : 
								(bcd_data === 4'd1) ? 7'b1111001 :
								(bcd_data === 4'd2) ? 7'b0100100 :
								(bcd_data === 4'd3) ? 7'b0110000 :
								(bcd_data === 4'd4) ? 7'b0011001 :
								(bcd_data === 4'd5) ? 7'b0010010 :
								(bcd_data === 4'd6) ? 7'b0000010 :
								(bcd_data === 4'd7) ? 7'b1111000 :
								(bcd_data === 4'd8) ? 7'b0000000 :
								(bcd_data === 4'd9) ? 7'b0010000 :
													       7'b0000110;
assign segments = segments_wire;
endmodule  
module display7seg (
	input  [7:0] bin_data,
	output [6:0] display_ones,
	output [6:0] display_tens,
	output [6:0] display_hundreds,
	output display_sign
);
wire [3:0] ones_wire;
wire [3:0] tens_wire;
wire [3:0] hundreds_wire;
bin2bcd bcd_decoder(
	.bin_data(bin_data),  .bcd_ones(ones_wire),
	.bcd_tens(tens_wire), .bcd_hundreds(hundreds_wire),
	.sign(display_sign)
);
deco7seg ones7seg(
	.bcd_data(ones_wire), .segments(display_ones)
);
deco7seg tens7seg(
	.bcd_data(tens_wire), .segments(display_tens)
);
deco7seg hundreds7seg(
	.bcd_data(hundreds_wire), .segments(display_hundreds)
);
endmodule  
```
**design/flow/run.sh**
```bash
#!/bin/bash
# OpenROAD 26Q1-2900-gdf79404cd8, Yosys 0.63+post, stock flow scripts
make -C /OpenROAD-flow-scripts/flow DESIGN_CONFIG=/design/flow/config.mk WORK_HOME=/design/flow/orfs finish
```
==> flow_summary.yaml <==
# yosys + openroad results
status:
  status: "finished, final reports clean"
die:
  die_area_mm2: 0.00640
  coreArea_mm2: 0.00342
  initial_core_util: 0.505
  rows: 21
  die_height_um: 80
  die_w_um: 80
  io_pins: 30
timing:
  fin_crit_sh: 0.946
  fmax_mhz: 77.7
  fin_crit_ns: 12.86
  setup-violations-final: 0
  tns_ns: 0
  tightest_slew_ns: 0.643
  rsz0062_at_grt: "false"
  drv_slew: 0
  hold_viol: 0
  worst_slew_margin_rel: 0.559
power_and_ir_drop:
  power_leakage_uw: 0.000871
  peakVddDrop_v: 0.0000993
  power_density_mw_per_mm2: 135
  power.total_uw: 280
critical_path:
  slowest_delay_ns: 0.55
  cp.required_ns: 10.88
  arrival_ns: 10.14
  worstPathMaxFanout: 7
  crit_path_end_kind: "output port"
  cp.buffers_inverters: 5
  startpoint_type: "input pin"
  critical_path_class: "in -> out"
  cp_slowest_cell: "clkdlybuf4s50_1"
  cp_top_family: "simple AND/OR/NAND/NOR gates"
  cp_common_cell: "nand2_1"
global_routing:
  grt_use_met3: 0.0148
  met1_usage: 0.187
  grt-ovfl-total: 0
  grt_util_met2: 0.206
  grt.busiest_layer: "met2"
  track_usage: 0.128
  grt_pass1_wl_um: 7220
  grt_max_degree: 15
  antenna_found_initial: 0
  grt_pass1_vias: 1638
routing:
  vias: 1843
  viasPerCell: 5.76
  wl_um: 4160
  diodes: 0
  drc: 0
  antenna_left: 0
  drt_iter0_markers: 162
  wl_per_cell_um: 13.0
  dr.pass1.iters: 4
synth:
  topCellsByArea: "ha_1 7.3%, nand2_1 7.0%, nor2_1 5.0%, mux2i_1 4.1%, a21oi_1 3.8%"
  ys_seq_frac: 0
  ys_types: 76
  ys_cells: 248
  largest_area_cell: "ha_1"
  syn_area_mm2: 0.00173
  top_cell_area_share: 0.0725
  syn_inst: 248
  syn_area_per_cell_um2: 6.96
  yosys_area_mm2: 0.00173
  synth_warnings: 1
job:
  max-cap-violations: 0
  openroad.warnings: 36
cells_and_area:
  fillers: 345
  syn2layout_area_growth_pct: 20.6
  fin_cells: 320
  clock_buffers: 0
  seq_cells: 0
  drive_gt1_frac: 0.161
  regArea_um2: 0
placement:
  io_buffers: 29
  post-place-cells: 317
  place.gp.congestion: 0.897
  dp_hpwl_um: 3250
clocking:
  hold_buffers: 0
min_path:
  hold_path_class: "in -> out"
==> what timing repair did <==
item / in CTS / in global routing
setup buffers: 0 / 3
resized: 0 / 3
endpoints found under the setup margin: 0 / 8
==> metrics by stage <==
step	hold slack, ns	setup slack (ns)	cell area (um2)	util
2_1_floorplan	5.67	1.68	1730	-
3_5_place_dp	6.58	0.470	2040	0.598
4_1_cts	6.58	0.414	2040	0.598
5_1_grt	6.63	0.0131	2080	0.609
3_3_place_gp	6.58	0.554	2040	0.598
6_report	6.57	0.736	2080	0.609
==> kinds of logic (layout without fill, tap and decap cells) <==
kind of cell	after synthesis	count (layout)	share of synthesized area
compound gates	85	85	0.394
xor+xnor	9	9	0.0544
fa+ha+maj	11	11	0.0783
buf+inv	23	49	0.0653
mux	13	13	0.0834
other cells	1	1	0.00217
simple gates	106	106	0.323
==> Yosys cell counts, drive strengths merged, types with 2 or more instances <==
cell	instances
nand2	32
nor2	23
a21oi	17
o21ai	14
inv	11
ha	10
nand2b	10
a31oi	8
mux2i	8
nand3	8
buf	6
nor3	6
o211ai	6
a21o	5
clkbuf	5
mux2	5
xnor2	5
and3	4
nor2b	4
or2	4
or3	4
xor2	4
a21boi	3
a22o	3
nor3b	3
o22ai	3
o31ai	3
a32o	2
a32oi	2
o211a	2
o21a	2
o221ai	2
o31a	2
or4	2
or4b	2
==> cells in the final DEF (no fill, tap or decap), drive strengths merged, types with 4 or more instances in the layout <==
| master | synthesis | layout |
|---|---|---|
| nor2b | 4 | 4 |
| o21ai | 14 | 14 |
| a21oi | 17 | 17 |
| mux2 | 5 | 5 |
| o211ai | 6 | 6 |
| nand2b | 10 | 10 |
| or2 | 4 | 4 |
| buf | 6 | 8 |
| nor3 | 6 | 6 |
| nand2 | 32 | 32 |
| and3 | 4 | 4 |
| ha | 10 | 10 |
| a21o | 5 | 5 |
| inv | 11 | 11 |
| nand3 | 8 | 8 |
| nor2 | 23 | 23 |
| clkdlybuf4s50 | 0 | 29 |
| mux2i | 8 | 8 |
| xnor2 | 5 | 5 |
| or3 | 4 | 4 |
| xor2 | 4 | 4 |
| a31oi | 8 | 8 |
==> layout make-up <==
cell class	instances	area (um2)	area share
Inverter	12	45.0	0.0216
Multi-Input combinational cell	225	1630	0.782
Timing Repair Buffer	37	350	0.168
Tap cell	46	57.6	0.0277
==> worst paths after layout <==
| path | from | end | slack (ns) | depth (start not counted) |
|---|---|---|---|---|
| setup / recovery | bin_data[1] | display_tens[6] | 0.74 | 39 |
| hold / removal | bin_data[0] | display_ones[4] | 6.57 | 4 |
==> routing by layer <==
layer | up-vias | wire length (um)
met2 | 43 | 1820
met5 | - | 0
met3 | 0 | 238
met1 | 815 | 2100
li1 | 985 | -
met4 | 0 | 0
==> power breakdown <==
part | switching [uW] | internal [uW]
registers | 0 | 0
logic | 130 | 150
clock network | 0 | 0
total | 130 | 150
Power and IR drop assume default switching activity.
